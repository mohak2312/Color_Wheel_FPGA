--- config.mk ---
export PLATFORM = sky130hd
export DESIGN_NAME = n4fpga_PWM_detection
export DESIGN_NICKNAME = n4fpga_PWM_detection
export VERILOG_FILES = /design/flow/design.v
export SDC_FILE = /design/flow/constraint.sdc
export NUM_CORES = 4
export LEC_CHECK = 1
export CORE_UTILIZATION = 30
--- constraint.sdc ---
current_design n4fpga_PWM_detection

set clk_period 7.0
set clk_io_pct 0.2

create_clock -name clk0 -period $clk_period [get_ports {clock_3}]

set non_clock_inputs [all_inputs -no_clocks]
set_input_delay [expr $clk_period * $clk_io_pct] -clock clk0 $non_clock_inputs
set_output_delay [expr $clk_period * $clk_io_pct] -clock clk0 [all_outputs]
--- design.v ---
`timescale 1ns / 1ps
module  n4fpga_PWM_detection (
	input 					clock_3,                 
	input 					RGBval,                  
	input                   Reset,		             
	output reg	[31:0]		high_counter,		     
	output reg	[31:0]		low_counter              
	);
	reg			[31:0]		counter1=32'b0;           
	reg			[31:0]		counter2=32'b0;           
	reg 					lastval; 		          
always@(posedge clock_3) begin
if(Reset)begin                                        
    counter1<=32'b0;                                  
    counter2<=32'b0;                                  
    high_counter<=32'b0;                             
    low_counter<=32'b0;                              
    lastval<=1'b0;                                   
    end
	if (RGBval == 1'b1) begin                          
			if (lastval == 1'b0)                         
			begin 
					high_counter<=counter1;                
					counter1<=32'b0;                        
					lastval<=1'b1;                          
			end
			else begin
					counter1 <= counter1 + 1'b1;            
					lastval<=1'b1;                          
			end
	end
	else if(RGBval == 1'b0)	begin                           
			if(lastval==1'b1)                               
			begin
				low_counter <= counter2;                     
				counter2<=32'b0;                             
				lastval<=1'b0;                               
			end
			else begin
				counter2=counter2+1'b1;                      
				lastval=1'b0;                                
			end	
		end
end	
endmodule
--- run.sh ---
#!/bin/bash
# OpenROAD 26Q1-2900-gdf79404cd8, Yosys 0.63+post, stock flow scripts
make -C /OpenROAD-flow-scripts/flow DESIGN_CONFIG=/design/flow/config.mk WORK_HOME=/design/flow/orfs finish
==> reports/metrics.yaml <==
floorplan:
  ios: 67
  num_rows: 51
  die_area_sq_mm: 0.0206
  core_sq_mm: 0.0195
  die_y_um: 143
  die-width_um: 143
  initCoreUtil_pct: 30.8
timing:
  fmax_mhz: 328
  rsz0062_at_grt: "false"
  hold_viol_final: 0
  drv_slew: 0
  setup_ws_ns: 3.95
  tightest_slew_ns: 0.851
  fin_tns_setup_ns: 0
  finalSetupViolCount: 0
  slew_headroom_pct: 43.2
  skew_ns: 0.00680
  fin_crit_ns: 3.05
  fin_crit_sh_pct: 43.5
logic_synthesis:
  synthAoiAreaFrac_pct: 8.42
  netlist.top_cell.by_area: "edfxtp_1"
  mux_share_pct: 1.35
  netlist_instances: 631
  top_cells_by_area: "edfxtp_1 32%, dfxtp_1 22%, nand2_1 7.8%, nand3b_1 4.5%, nand2b_1 3.8%"
  ys.flops: 129
  synth_cell_type_count: 43
  syn_area_sq_mm: 0.00601
  ys_seq_share_pct: 53.7
  yosysWarnings: 1
  yosys_cells: 631
  ff_type: "dfxtp_1"
  edf_count: 64
  adder_share_pct: 0.417
  ys_area_sq_mm: 0.00601
  synth-xor-area-share_pct: 3.50
  yosys.area_share.simple_pct: 29.4
  async_flop_share_pct: 0
  synth_top_area_share_pct: 32.0
  syn_avg_cell_area_sq_um: 9.52
  topCombFamilyByArea: "simple AND/OR/NAND/NOR gates"
global_route:
  grtUsageTotal_pct: 13.9
  grt_antenna_before_repair: 0
  globalRoute.totalOverflow: 0
  grt_max_degree: 66
  grt_pass1_wl_mm: 22.0
  grt_pass1_vias: 4493
route:
  dr.pass1.iters: 5
  avgRoutedWirePerCell_um: 13.8
  num_vias: 4630
  top_layer: "met4"
  wl_met1_mm: 6.36
  antenna-diode-count: 0
  avgViaCountPerCell: 4.80
  drt_wl_total_mm: 13.3
  route.detailed.drc: 0
  dr.first_iter.drc_count: 260
  wl_met3_um: 746
  final_antenna_net_count: 0
  wl_met2_mm: 6.02
placed_design:
  port_buffers: 66
  place_congestion: 0.820
  dpl.hpwl_mm: 8.35
  pre_cts_slack_ns: 3.52
finish:
  drive_above_1_share_pct: 6.86
  area_growth_pct: 24.4
  fill_cells: 1948
worst_setup_path:
  path_class: "in -> reg"
  ff2ff_path_depth: 5
  cp_data_required_time_ns: 7.03
  critPathLaunchType: "primary input"
  cp_max_fo: 65
  cp.arrival_ns: 3.08
  cp-end-kind: "flop"
pwr:
  powerDensity_mw_per_mm2: 248
  ir_drop_mv: 0.130
  fin_total_pwr_uw: 1850
  p_leak_uw: 0.00259
hold_path:
  hold_depth: 2
  hold_path_class: "reg -> reg"
clock_network:
  h-tree-depth: 4
  cts_max_path_buffers: 2
  tritoncts: "yes"
  insertion_delay_ns: 0.41
  cts_resized: 0
  cts_sinks: 129
  root_buffer: "clkbuf_16"
  holdBufCountCts: 0
  path_clk_slew_ns: 0.05
  post_cts_buffers: 0
  cts_made_buffers: 17
flow_run:
  maxCapViolCount: 0
  stage_log_warnings: 25
run_status:
  status: "completed"
[flip-flops by register name (all words and copies together), names as in the netlist]
register	cells
low_counter	32
lastval	1
counter2	32
high_counter	32
counter1	32
[cells in the final DEF, fill, tap and decap left out, drive strengths merged, types with 8 or more instances in the layout]
| cell | count |
|---|---|
| nand2 | 124 |
| o31ai | 16 |
| inv | 8 |
| edfxtp | 64 |
| dfxtp | 65 |
| clkbuf | 28 |
| clkdlybuf4s50 | 66 |
| a21oi | 27 |
| nand4 | 20 |
| nand2b | 36 |
| nor2 | 33 |
| nand3b | 36 |
| or3 | 11 |
| nand3 | 17 |
| xor2 | 12 |
| nor4 | 10 |
| xnor2 | 12 |
| or4 | 18 |
| o21ai | 45 |
[metal layers]
layer / GRT usage (%) / vias to the layer above
met4: 1.96 / 0
met5: 0 / -
met1: 20.1 / 2139
met3: 3.73 / 14
li1: - / 2373
met2: 22.0 / 104
[cell usage after synthesis (5+ instances only)]
library cell    n
or4_1          16
nand3_1        16
o21ai_0        45
and3_1          7
or3_1          10
clkbuf_1       27
mux2i_1         7
nand2b_1       36
nor3_1          5
inv_1           8
a21oi_1        27
nor4_1         10
xor2_1         12
nand4_1        19
and4_1          5
dfxtp_1        65
o31ai_1        16
nor2_1         33
nand3b_1       36
edfxtp_1       64
xnor2_1        12
nand2_1       124
[cells by family (layout without fill, tap and decap cells)]
group                    count (synthesis)  in the layout
AND/OR/NAND/NOR                        333            333
flip-flops                             129            129
AND-OR/OR-AND                           91             91
buffers and inverters                   44            113
XOR/XNOR                                24             24
multiplexers                             8              8
adder cells (fa/ha/maj)                  2              2
[worst paths after layout]
check,startpoint,end,slack [ns]
worst min-delay path,high_counter[0],high_counter[0],0.47
worst max register to register,counter1[0],counter1[18],4.54
worst max-delay path,Reset,counter1[9],3.95
worst min register to register,high_counter[0],high_counter[0],0.47
[worst max-delay path, stage by stage]
cell             delay, ns
clkdlybuf4s50_1       0.46
buf_4                 0.45
or2_2                 0.75
[cell type report]
| cell class | count | area, sq um | area share (%) |
|---|---|---|---|
| clock buffers | 28 | 551 | 7.37 |
| clock inverters | 4 | 20.0 | 0.268 |
| inverters | 8 | 30.0 | 0.402 |
| multi-input cells | 458 | 2600 | 34.8 |
| flip-flops and latches | 129 | 3220 | 43.2 |
| well taps | 265 | 332 | 4.44 |
| repair buffers | 73 | 713 | 9.55 |
[power by group]
part	switching, uW	internal (uW)
combinational	56.5	66.5
clock	307	533
sequential	44.4	842
[per-stage QoR]
step	hold slack [ns]	cells	utilization (%)	area (sq um)
6_report	0.469	965	38.2	7470
5_1_grt	0.484	965	38.2	7470
4_1_cts	0.474	965	38.2	7470
3_5_place_dp	0.463	933	35.3	6900
3_3_place_gp	0.460	933	35.3	6900
2_1_floorplan	0.430	631	-	6010
No activity file was given, so power comes from the tool's default toggle rates.
